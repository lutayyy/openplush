**flow/run.sh**
```bash
#!/bin/bash
# OpenROAD 26Q1-2900-gdf79404cd8, Yosys 0.63+post, stock flow scripts
make -C /OpenROAD-flow-scripts/flow DESIGN_CONFIG=/design/flow/config.mk WORK_HOME=/design/flow/orfs finish
```
**flow/config.mk**
```make
export PLATFORM = sky130hd
export DESIGN_NAME = ram
export DESIGN_NICKNAME = ram
export VERILOG_FILES = /design/flow/design.v
export SDC_FILE = /design/flow/constraint.sdc
export NUM_CORES = 4
export LEC_CHECK = 1
export CORE_UTILIZATION = 40
export SYNTH_MEMORY_MAX_BITS = 65536
```
**flow/design.v**
```verilog
module ram(
	input write,
	input [7:0]addr,
	input [31:0]in,
	output [31:0]out
);
reg [31:0] ram[0:255];
assign out = (!write)? ram[addr]:32'b0;
always @(posedge write) begin
	ram[addr] <= in;
end
endmodule
```
**flow/constraint.sdc**
```tcl
current_design ram

set clk_period 41.3
set clk_io_pct 0.2

create_clock -name clk0 -period $clk_period [get_ports {write}]

set non_clock_inputs [all_inputs -no_clocks]
set_input_delay [expr $clk_period * $clk_io_pct] -clock clk0 $non_clock_inputs
set_output_delay [expr $clk_period * $clk_io_pct] -clock clk0 [all_outputs]
```
==> run notes <==
Results of the full flow below.

Synthesis:
- The run puts the sequential fraction of the synthesis area at 78.49%.
- The run puts the area of the synthesized netlist per yosys stat at 0.3134 mm².
- The run puts the top cell type's share of synthesized area at between 70 and 80%.
- The synthesis report lists the most area-consuming cells as sky130_fd_sc_hd__edfxtp_1, sky130_fd_sc_hd__mux4_2, sky130_fd_sc_hd__mux2i_1, sky130_fd_sc_hd__a22oi_1, sky130_fd_sc_hd__clkbuf_1.
- The run puts the yosys stat cell total at 14364.
- The run puts the share of flip-flops with an asynchronous set or reset after synthesis at 0%.
- The run puts the post-synth design cell area at 0.3134 mm².
- The run gives the post-synthesis area per instance as 21.82 µm².
- For this run, the leading register cell type out of synthesis is sky130_fd_sc_hd__edfxtp_1.
- The run gives the top cell type by total area after synthesis as sky130_fd_sc_hd__edfxtp_1.
- The run puts the count of yosys warnings during synthesis at 1.
- The run gives the number of unique standard cell types used by synthesis as 55.
- The run puts the cell count after synthesis at approximately 14000.
- The run puts the number of synthesized flops with an enable pin at 8192.
- The run gives the synthesized flop and latch total as 8192.

Routing:
- The routed layout has 151069 vias.
- Per the detail_route report, routed wire per instance is 33.65 µm.
- The run puts the number of iterations in the first detailed-routing pass at 7.
- The run puts the total DRC errors in the routed layout at 0.
- In this run the remaining antenna-violating nets after routing total 0.
- The final layout contains routed wiring with a total length of 884200 µm.
- Once iteration 0 of detailed routing completed, the report listed 10367 DRC markers.
- For this run, the detailed router reports a per-instance via density of 5.750.

Final timing:
- The run gives the headroom to the max-slew limit as -193.9%.
- The run puts the total negative slack at 0 ps.
- The run puts the final hold violation count at 0.
- Setup repair after global routing left no endpoint under its margin.
- The run puts the final-report setup violation count at 0.
- The run gives the count of pins over their slew limit as 3.
- For the pin with the worst max-slew slack, the measured transition is about 4400 ps.

Place:
- The run puts the count of buffers inserted at the top-level ports at 72.
- Summed over all nets, the half-perimeter wirelength after detailed placement is 508400 µm.
- The congestion estimate from routability-driven global placement came to 0.8841.

Final layout:
- Per the cell usage report, the commonest logic cell in the layout is sky130_fd_sc_hd__edfxtp_1.
- The run puts the post-route core utilization at 45.64%.
- The run gives the register with the most flip-flops as ram.
- The run puts the ratio of cells with drive above 1 in the final layout at 23.86%.
- The run gives the filler cell count as 63386.
- The run gives the layout overhead on the synthesized area as 13.54%.
- The registers reported with the highest flop counts are ram (8192).
- The run gives the flip-flop count of the largest register, all copies and words added as around 8200.
- Per the cell usage report, the commonest logic cells after layout are sky130_fd_sc_hd__edfxtp_1, sky130_fd_sc_hd__mux4_2, sky130_fd_sc_hd__mux2i_1.

Worst hold path:
- The worst hold path begins at in[20].
- The type recorded for the worst min-delay path is in -> reg.
- The run gives the number of stages on the worst hold path as 1.
- The worst hold path terminates at ram[191][20].

Global routing:
- Entering global routing, the biggest net connects approximately 94 pins.
- The run puts the global routing usage on met3 at 22.23%.
- The run puts the global routing usage on met2 at 34.77%.
- The run gives the met1 track demand over resource in global routing as 26.95%.
- The run puts the overall routing resource usage at 24.72%.
- Global routing put the most usage on met2.
- The run puts the total overflow reported by the global router at 0.
- The run gives the global-route wire length before repair as 1239000 µm.
- The run gives the via count of the first global-routing pass as 164850.
- The initial antenna violation count is 42.

Setup path:
- The run puts the stage delay of the slowest cell on the critical path at 3410 ps.
- The most numerous cell type found on the critical path is sky130_fd_sc_hd__clkbuf_16.
- The run gives the element type at the critical path start as a clock port.
- Walking the worst path, the cells encountered are clkbuf_16, clkbuf_16, clkbuf_16, a2111oi_1, clkdlybuf4s50_1.
- At the worst endpoint, the required time is 33040 ps.
- The run gives the category of the worst setup path capture point as a primary output.
- The critical path maximum fanout is 5.
- The largest individual stage delay along the critical path comes from the cell sky130_fd_sc_hd__a2111oi_1.
- The run gives the worst setup path category as clk -> out.
- The run puts the data arrival time of the worst path at around 26000 ps.

Power:
- The run gives the peak ir drop on the vdd network as between 40 and 50 µV.
- The run gives the total leakage power as 111.5 nW.
- In this run the power density over the cells is 48.05 mW/mm².

CTS:
- In this run, post-CTS hold repair placed 0 buffers.
- The run gives the post-CTS setup repair buffer count as 0.
- The number of gates resized after CTS was 0.
- The run gives the CTS tree as yes.
- The run gives the clock transition at the register clock pins on the worst setup and hold paths after CTS as 60 ps.

Floorplan:
- The chip occupies 0.7870 mm².
- The run puts the top-level I/O count at 73.
- The run puts the number of cell rows at 324.
- The run gives the vertical extent of the die as around 890 µm.
- The run gives the core footprint as about 0.78 mm².
- The run puts the horizontal extent of the die at 887.1 µm.
- Before placement the cells fill 40.20% of the core.

Outcome:
- The run finished, with violations left.
- The final reports fail on capacitance limit, slew limit.

Flow run:
- The run puts the total of max-cap violations at 1.
- The run gives the number of warnings in the stage logs as 90.
-- critical path, delay by kind of cell --
family / cells / cell delay (ps)
AND-OR/OR-AND: 1 / 3410
buffers and inverters: 4 / 1450
-- Yosys cell counts (all sizes together) (69+ instances only) --
master,number
a22oi,504
o22ai,161
nand4,159
and3,69
o211ai,124
edfxtp,8192
clkbuf,361
a221oi,191
o21ai,159
mux4,1506
nand2,245
nor2,298
a21oi,160
buf,507
mux2i,1214
-- how the worst max path moves through the flow --
| stage | start | endpoint | slack, ps | depth (start not counted) |
|---|---|---|---|---|
| finish | write | out[30] | 7510 | 5 |
| global route | write | out[30] | 6860 | 5 |
| CTS | write | out[30] | 6680 | 5 |
-- routing by layer --
metal | share of wire (%) | wire length (µm)
met5 | 0.33 | 2921
met4 | 4.6 | 41010
met3 | 20 | 179700
met1 | 29 | 259600
met2 | 45 | 400900
-- power by group --
part           internal [mW]  total (mW)  switching [mW]
registers               9.18        9.19         0.00641
clock network           3.89        7.07            3.17
logic                  0.259       0.846           0.588
-- per-stage QoR --
stage	std cells	instance area (µm²)	hold slack [ps]	setup slack (ps)	power, mW
after detailed placement	24800	331100	8650	11550	10.25
after floorplan	14364	313400	8275	11970	9.797
final	26274	355800	7357	7512	17.10
after global routing	26257	355800	7320	6863	17.56
after global placement	24800	331100	8650	11550	10.24
after CTS	26244	355700	7259	6676	17.22
-- area by class of cell --
| type | count | area [µm²] | area share (%) |
|---|---|---|---|
| Inverter | 4 | 20.02 | 0.005626 |
| Sequential cell | 8192 | 246000 | 69.13 |
| Timing Repair Buffer | 840 | 6833 | 1.920 |
| Antenna cell | 30 | 75.07 | 0.02110 |
| Multi-Input combinational cell | 5300 | 64900 | 18.24 |
| Clock inverter | 421 | 3607 | 1.014 |
| Tap cell | 10432 | 13050 | 3.668 |
| Clock buffer | 1055 | 21340 | 5.998 |
-- kinds of logic (layout without fill, tap and decap cells) --
| family | count (synthesis) | count (layout) | synth area share [%] |
|---|---|---|---|
| flip-flops | 8192 | 8192 | 78.49 |
| multiplexers | 2722 | 2722 | 14.71 |
| AND-OR/OR-AND | 1626 | 1626 | 3.822 |
| AND/OR/NAND/NOR | 952 | 952 | 1.449 |
| buffers and inverters | 872 | 2320 | 1.528 |
| other | 0 | 30 | 0 |
Power is estimated from default activity; no workload was simulated.
